==> flow/design.v <==
module Convolution_without_pipeline_dic169(
    clk,
    rst_n,
	in_valid,
	weight_valid,
	In_IFM_1,
    In_Weight_1,
    out_valid, 
	Out_OFM	
);
input clk, rst_n, in_valid, weight_valid;
input [15:0]In_IFM_1;
input [15:0]In_Weight_1;
reg [5:0]in[0:8];
output reg out_valid;
output reg [35:0] Out_OFM;
reg [15:0]IFM_Buffer[0:48];    
reg [15:0]Weight_Buffer[0:8];   
reg [2:0] state_cs, state_ns;  
parameter IDLE = 2'd0;
parameter IN_DATA = 2'd1;
parameter EXE = 2'd2;
reg [5:0] count_in;
always@(posedge clk or negedge rst_n) begin
	if(!rst_n)
		state_cs <= IDLE;
	else
		state_cs <= state_ns;
end
always@(*) begin
	case(state_cs)
		IDLE:
		begin
			if(in_valid)
				state_ns = IN_DATA;
			else
				state_ns = IDLE;
		end
		IN_DATA:
		begin
			if(in_valid)
				state_ns = IN_DATA;
			else
				state_ns = EXE;
		end
		EXE:
		begin
			if(count_in == 24)
				state_ns = IDLE;
			else
				state_ns = EXE;
		end
		default:
			state_ns = IDLE;
	endcase
end
always@(posedge clk or negedge rst_n) begin
	if(!rst_n) begin
		count_in <= 0;
	end
	else if(in_valid) begin
		count_in <= count_in + 1;
	end
	else if(state_cs == EXE) begin
		count_in <= count_in + 1;
	end
	else if(!in_valid) begin
		count_in <= 0;
	end
end
integer i;
always@(posedge clk or negedge rst_n) begin
	if(!rst_n) begin
		for (i=0 ; i<49 ; i=i+1) begin
			IFM_Buffer[i] <= 0;
		end
	end
	else if(in_valid) begin
		IFM_Buffer[count_in] <= In_IFM_1;
	end
end
always@(posedge clk or negedge rst_n) begin
	if (!rst_n) begin
		for (i=0; i<9; i=i+1) begin
			Weight_Buffer[i] <= 0;
		end
	end
	else if (weight_valid) begin
		Weight_Buffer[count_in] <= In_Weight_1;
	end
end
always@(posedge clk or negedge rst_n) begin
	if(!rst_n)
		out_valid <= 0;
	else if(state_cs == EXE)
		out_valid <= 1;
	else
		out_valid <= 0;
end
always @(posedge clk or negedge rst_n) begin
	if(!rst_n) begin
		for(i=0; i<9; i=i+1) begin
			in[i] <= 0;
		end		
	end
	else if(!in_valid && count_in == 49) begin
		in[0] <= 0; 
		in[1] <= 1;
		in[2] <= 2; 
		in[3] <= 7; 
		in[4] <= 8;
		in[5] <= 9;
		in[6] <= 14; 
		in[7] <= 15;
		in[8] <= 16;
	end
	else if(state_cs == EXE) begin
		for (i = 0; i < 9; i = i + 1) begin
            in[i] <= (in[0] % 7 == 4) ? (in[i] + 3) : (in[i] + 1);
        end
	end
end
always@(posedge clk or negedge rst_n) begin
	if(!rst_n)
		Out_OFM <= 0;
	else if(state_cs == EXE) begin
		Out_OFM <= IFM_Buffer[in[0]] * Weight_Buffer[0]
				 + IFM_Buffer[in[1]] * Weight_Buffer[1]
				 + IFM_Buffer[in[2]] * Weight_Buffer[2]
				 + IFM_Buffer[in[3]] * Weight_Buffer[3]
				 + IFM_Buffer[in[4]] * Weight_Buffer[4]
				 + IFM_Buffer[in[5]] * Weight_Buffer[5]
				 + IFM_Buffer[in[6]] * Weight_Buffer[6]
				 + IFM_Buffer[in[7]] * Weight_Buffer[7]
				 + IFM_Buffer[in[8]] * Weight_Buffer[8];
	end
	else
		Out_OFM <= 0;
end
endmodule
==> flow/run.sh <==
#!/bin/bash
# OpenROAD 26Q1-2900-gdf79404cd8, Yosys 0.63+post, stock flow scripts
make -C /OpenROAD-flow-scripts/flow DESIGN_CONFIG=/design/flow/config.mk WORK_HOME=/design/flow/orfs finish
==> flow/config.mk <==
export PLATFORM = sky130hd
export DESIGN_NAME = Convolution_without_pipeline_dic169
export DESIGN_NICKNAME = Convolution_without_pipeline_dic169
export VERILOG_FILES = /design/flow/design.v
export SDC_FILE = /design/flow/constraint.sdc
export NUM_CORES = 4
export LEC_CHECK = 1
export CORE_UTILIZATION = 50
==> flow/constraint.sdc <==
current_design Convolution_without_pipeline_dic169

set clk_period 42.7
set clk_io_pct 0.2

create_clock -name clk0 -period $clk_period [get_ports {clk}]

set non_clock_inputs [all_inputs -no_clocks]
set_input_delay [expr $clk_period * $clk_io_pct] -clock clk0 $non_clock_inputs
set_output_delay [expr $clk_period * $clk_io_pct] -clock clk0 [all_outputs]
==> impl_metrics.json <==
{
  "status": "aborted with a tool error",
  "haltStage": "5_1_grt",
  "firstError": "[ERROR GRT-0116] Global routing finished with congestion. Check the congestion regions in the DRC Viewer.",
  "synth_area_sq_um": 159000,
  "grt_remaining_overflow": 21200,
  "yosys.stat.seqShare_pct": 16.2,
  "gp_congestion": 1.70,
  "synth-edff-count": 0,
  "hpwlAfterDp_um": 957000,
  "syn_area_per_cell_sq_um": 9.19,
  "floorplanUtilization_pct": 50.3,
  "dieHeight_um": 565,
  "grt_use_total_pct": 102,
  "yosysCellCount": 17300,
  "clockRootBuffer": "clkbuf_16",
  "h-tree-depth": 4,
  "synth.area.top_cells": "fa_1 (28%), dfrtp_1 (16%), a22oi_1 (14%), mux2_2 (6.6%), ha_1 (6.3%)",
  "dp_cells": 21000,
  "rows": 206,
  "post_cts_buffers": 0,
  "grt_pass1_wl_um": 2110000,
  "clock-sinks": 1028,
  "cts_resized": 0,
  "yosysUniqueCellTypes": 72,
  "port_buffers": 72,
  "ys_warn_count": 4,
  "dieWidth_um": 565,
  "io_pins": 73,
  "grt_max_degree": 97,
  "top_cell_area_share_pct": 28.4,
  "syn_inst": 17300,
  "clk_path_buf_depth": 4,
  "async_flop_share_pct": 100,
  "placed_area_sq_um": 168000,
  "grt_pass1_vias": 209000,
  "ys_area_sq_um": 159000,
  "ctsHoldBuffers": 0,
  "flop_cell": "dfrtp_1",
  "ys.flops": 1028,
  "top_area_cell": "fa_1",
  "cts_inserted_buffers": 136
}
==> cells in the mapped netlist, types with 56 or more instances <==
cell         n
nor4_1     146
buf_2      479
nand4_1    874
mux2_2     929
inv_1     2308
buf_1      320
nor2_1     534
a221oi_1   198
clkbuf_1   957
nand2_1   1349
nor2b_1     56
a22o_1     198
a22oi_1   3064
and2_1    1213
ha_1       800
dfrtp_1   1027
a21oi_1    150
nand3_1     58
fa_1      2251
==> per-stage QoR <==
| stage | util [%] | total power [mW] | worst slack (ns) |
|---|---|---|---|
| 3_3_place_gp | 53.3 | 114 | 28.79 |
| 4_1_cts | 54.8 | 116 | 29.46 |
| 2_1_floorplan | - | 85.7 | 32.09 |
| 3_5_place_dp | 53.3 | 115 | 29.52 |
==> logic make-up after synthesis <==
family                     share of synthesized area (%)
DFF                                                 16.2
and+or+nand+nor                                     14.1
xor gates and xnor gates                           0.364
adders and majority gates                           34.7
AOI/OAI and AO/OA                                   17.9
buffers and inverters                               10.1
muxes                                               6.65
==> routing by layer <==
layer	GRT overflow	track usage, %
met1	3618	100
met4	3556	98.0
met2	10400	111
met5	387	85.5
met3	3198	97.4
Power and IR drop assume default switching activity.
