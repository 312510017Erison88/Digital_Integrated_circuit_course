===== /design/flow/run.sh =====
#!/bin/bash
# OpenROAD 26Q1-2900-gdf79404cd8, Yosys 0.63+post, stock flow scripts
make -C /OpenROAD-flow-scripts/flow DESIGN_CONFIG=/design/flow/config.mk WORK_HOME=/design/flow/orfs finish

===== /design/flow/config.mk =====
export PLATFORM = sky130hd
export DESIGN_NAME = Convolution
export DESIGN_NICKNAME = Convolution
export VERILOG_FILES = /design/flow/design.v
export SDC_FILE = /design/flow/constraint.sdc
export NUM_CORES = 4
export LEC_CHECK = 1
export CORE_UTILIZATION = 30

===== /design/flow/constraint.sdc =====
current_design Convolution

set clk_period 15.3
set clk_io_pct 0.2

create_clock -name clk0 -period $clk_period [get_ports {clk}]

set non_clock_inputs [all_inputs -no_clocks]
set_input_delay [expr $clk_period * $clk_io_pct] -clock clk0 $non_clock_inputs
set_output_delay [expr $clk_period * $clk_io_pct] -clock clk0 [all_outputs]

===== /design/flow/design.v =====
module Convolution(
    clk,
    rst_n,
    in_valid,
    weight_valid,
    In_IFM_1,
    In_IFM_2,
    In_IFM_3,
    In_IFM_4,
    In_IFM_5,
    In_IFM_6,
    In_IFM_7,
    In_IFM_8,
    In_IFM_9,
    In_Weight_1,
    In_Weight_2,
    In_Weight_3,
    In_Weight_4,
    In_Weight_5,
    In_Weight_6,
    In_Weight_7,
    In_Weight_8,
    In_Weight_9,
    out_valid, 
    Out_OFM
);
input clk, rst_n, in_valid, weight_valid;
input [7:0]In_IFM_1;
input [7:0]In_IFM_2;
input [7:0]In_IFM_3;
input [7:0]In_IFM_4;
input [7:0]In_IFM_5;
input [7:0]In_IFM_6;
input [7:0]In_IFM_7;
input [7:0]In_IFM_8;
input [7:0]In_IFM_9;
input [7:0]In_Weight_1;
input [7:0]In_Weight_2;
input [7:0]In_Weight_3;
input [7:0]In_Weight_4;
input [7:0]In_Weight_5;
input [7:0]In_Weight_6;
input [7:0]In_Weight_7;
input [7:0]In_Weight_8;
input [7:0]In_Weight_9;
output reg out_valid;
output reg [20:0] Out_OFM;
reg [2:0] state_cs, state_ns;
parameter IDLE = 3'd0;
parameter EXE = 3'd2;
reg [7:0] IFM[0:8];
reg [7:0] Weight[0:8];
reg [4:0] count_out;
integer i;
always@(posedge clk or negedge rst_n) begin
    if(!rst_n)
        state_cs <= IDLE;
    else
        state_cs <= state_ns;
end
always@(*) begin
    case(state_cs)
        IDLE:
            begin
            if(in_valid)
                state_ns = EXE;
            else
                state_ns = IDLE;
            end
        EXE:
            begin
            if(count_out == 24)
                state_ns = IDLE;
            else
                state_ns = EXE;
            end
        default:
            state_ns = IDLE;
    endcase
end
always@(posedge clk or negedge rst_n) begin
    if(!rst_n) begin
        for(i=0; i<8; i=i+1) begin
            Weight[i] <= 0;
        end
    end
    else if(weight_valid) begin
        Weight[0] <= In_Weight_1;
        Weight[1] <= In_Weight_2;
        Weight[2] <= In_Weight_3;
        Weight[3] <= In_Weight_4;
        Weight[4] <= In_Weight_5;
        Weight[5] <= In_Weight_6;
        Weight[6] <= In_Weight_7;
        Weight[7] <= In_Weight_8;
        Weight[8] <= In_Weight_9;
    end
end
always@(posedge clk or negedge rst_n) begin
    if(!rst_n) begin
        for(i=0; i<8; i=i+1) begin
            IFM[i] <= 0;
        end
    end
    else if(in_valid) begin
        IFM[0] <= In_IFM_1 ;
        IFM[1] <= In_IFM_2 ;
        IFM[2] <= In_IFM_3 ;
        IFM[3] <= In_IFM_4 ;
        IFM[4] <= In_IFM_5 ;
        IFM[5] <= In_IFM_6 ;
        IFM[6] <= In_IFM_7 ;
        IFM[7] <= In_IFM_8 ;
        IFM[8] <= In_IFM_9 ;
    end
end
always@(posedge clk or negedge rst_n) begin
    if(!rst_n)
        count_out <= 0;
    else if(state_cs == EXE)
        count_out <= count_out + 1;
    else
        count_out <= 0;
end
always@(posedge clk or negedge rst_n) begin
    if(!rst_n)
        out_valid <= 0;
    else if(state_cs == EXE)
        out_valid <= 1;
    else
        out_valid <= 0;
end
always@(posedge clk or negedge rst_n) begin
    if(!rst_n)
        Out_OFM <= 0;
    else if(state_cs == EXE) begin
        Out_OFM <= IFM[0]*Weight[0]
            +IFM[1]*Weight[1]
            +IFM[2]*Weight[2]
            +IFM[3]*Weight[3]
            +IFM[4]*Weight[4]
            +IFM[5]*Weight[5]
            +IFM[6]*Weight[6]
            +IFM[7]*Weight[7]
            +IFM[8]*Weight[8];
    end
    else
        Out_OFM <= 0;
end
endmodule

==> results.sh <==
# physical design summary
export IMPL_hold_path_class="flip-flop to flip-flop"
export IMPL_r2r_slack_ns=7.48
export IMPL_cts_made_buffers=17
export IMPL_max_freq_mhz=128
export IMPL_route_detailed_wl_per_inst_um=17.6
export IMPL_cts_resized=0
export IMPL_cts_sinks=173
export IMPL_fin_tns_setup_ns=0
export IMPL_syn_avg_cell_area_um2=10.5
export IMPL_drt_iter0_markers=570
export IMPL_ys_types=46
export IMPL_reg2reg_to="Out_OFM[16]$_DFF_PN0_"
export IMPL_finalCritPeriodShare_pct=51.1
export IMPL_hold_end="state_cs[0]$_DFF_PN1_"
export IMPL_die_w_um=300
export IMPL_r2r_worst_path_cells=23
export IMPL_yosysTopAreaCell="fa_1"
export IMPL_cts_tree="done"
export IMPL_dominantRegCellSynth="dfrtp_1"
export IMPL_dp_hpwl_um=58500
export IMPL_synthTopCellsByArea="fa_1, dfrtp_1, ha_1"
export IMPL_final_instance_count_excl_fill=3843
export IMPL_synthesis_area_mm2=0.0266
export IMPL_worstHoldPathCells=2
export IMPL_common_cells="inv_1, fa_1, and2_1, ha_1, nand2_1"
export IMPL_warnings=32
export IMPL_grt_pass1_vias=18100
export IMPL_vias=16600
export IMPL_status="finished clean"
export IMPL_syn2layout_area_growth_pct=13.7
export IMPL_critPathCaptureType="flip-flop"
export IMPL_die_h_um=300
export IMPL_crit_type="flip-flop to flip-flop"
export IMPL_track_usage_pct=16.8
export IMPL_worst_pin_slew_ns=0.771
export IMPL_ys_ff=173
export IMPL_vias_per_cell=4.31
export IMPL_cts_root_buf="clkbuf_16"
export IMPL_top_cell="inv_1"
export IMPL_rows=108
export IMPL_grt_pass1_wl_um=108000
export IMPL_setup_violations_final=0
export IMPL_async_flop_share_pct=90.8
export IMPL_antenna_found_initial=1
export IMPL_ant_nets=0
export IMPL_clk_path_buf_depth=2
export IMPL_drv_cap=0
export IMPL_synthCells=2520
export IMPL_yosysSeqAreaShare_pct=16.6
export IMPL_rsz0062_at_grt="false"
export IMPL_dp_cells=3811
export IMPL_slew_violations=0
export IMPL_wirelength_um=67500
export IMPL_layout_drive_gt1_share_pct=6.44
export IMPL_yosysCellCount=2520
export IMPL_edf_count=16
export IMPL_critPathLaunchType="flip-flop"
export IMPL_fp_util_pct=30.4
export IMPL_yosysTopAreaCellShare_pct=40.9
export IMPL_drc=0
export IMPL_cp_max_fo=8
export IMPL_hold_viol_final=0
export IMPL_place_gp_congestion=0.993
export IMPL_yosysWarnings=3
export IMPL_yosys_area_mm2=0.0266
export IMPL_skew_ns=0.0154
export IMPL_crit_arrival_ns=8.26
export IMPL_layout_min_cycle_time_ns=7.82
export IMPL_critPathLaunch="IFM[8][5]$_DFFE_PP_"
export IMPL_hold_start="state_cs[0]$_DFF_PN1_"
export IMPL_detailedRoute_firstPassIterationCount=5
export IMPL_htreeDepth=4
export IMPL_postCtsSetupBuffers=0
export IMPL_slew_headroom_pct=48.6
export IMPL_fp_coreArea_mm2=0.0873
export IMPL_cts_hold_buf=0
export IMPL_grt_overflow=0
export IMPL_clk_pin_slew_worst_paths_ns=0.08
export IMPL_die_area_mm2=0.0897
export IMPL_io_buffers=169
export IMPL_clk_latency_ns=0.52
export IMPL_cp_required_ns=15.74
export IMPL_diodes=0
export IMPL_grt_start_max_net_pins=48
export IMPL_ioPinCount=170
export IMPL_rr_startpoint="IFM[8][5]$_DFFE_PP_"
-- registers in the layout, summed over array words and instances, names as in the netlist --
signal and cells:
IFM 72, Weight 72, state_cs 2, count_out 5, out_valid 1, Out_OFM 21
-- cells in the final DEF (no fill, tap or decap), types with 2 or more instances in the layout --
cell type,instances
mux2i_1,6
o21ai_1,3
buf_4,8
nand4_1,2
clkdlybuf4s50_1,166
nor2_1,17
nand2b_1,5
clkinv_4,2
a21boi_1,3
a21oi_1,17
ha_1,260
xor2_1,4
and3_1,2
inv_8,3
edfxtp_1,16
nand3_1,8
o21ai_0,4
and2_1,392
inv_6,5
clkbuf_16,17
fa_1,543
nor2b_1,2
bufinv_16,3
o211ai_1,2
inv_1,671
a21o_1,4
xnor2_1,5
nand2_1,210
dfrtp_1,156
nor3_1,3
mux2_2,128
-- worst max-delay path by stage --
stage	end	cells past startpoint	slack, ns
6_report	Out_OFM[16]$_DFF_PN0_	23	7.48
5_1_grt	Out_OFM[16]$_DFF_PN0_	23	7.11
4_1_cts	Out_OFM[16]$_DFF_PN0_	23	7.48
-- layer usage --
layer / up-vias / global-route usage (%) / routed length [µm] / part of all wire, %
met1: 8511 / 24.0 / 28500 / 42
met2: 316 / 26.2 / 32900 / 49
met4: 2 / 2.11 / 1130 / 1.7
li1: 7694 / - / - / -
met3: 46 / 5.81 / 5060 / 7.5
met5: - / 0 / 13 / 0.019
-- kinds of logic (layout without fill, tap and decap cells) --
group / Yosys count / in the layout / synth area share [%]
DFF: 173 / 173 / 16.6
AOI/OAI and AO/OA: 45 / 45 / 1.11
muxes: 134 / 134 / 5.65
adders and majority gates: 803 / 803 / 53.2
xor gates and xnor gates: 9 / 9 / 0.297
buffers and inverters: 710 / 878 / 10.1
and+or+nand+nor: 646 / 646 / 13.1
-- worst max-delay path, cell delays in order, from the launching register on --
cell and delay, ns:
edfxtp_1 0.53, and2_1 0.24, fa_1 0.55, inv_1 0.06, fa_1 0.53, inv_1 0.05, fa_1 0.46, fa_1 0.50
fa_1 0.61, inv_1 0.07, fa_1 0.48, inv_1 0.05, fa_1 0.48, fa_1 0.50, fa_1 0.49, inv_1 0.05
fa_1 0.47, inv_1 0.04, ha_1 0.34, a21oi_1 0.21, o21ai_1 0.14, a221oi_1 0.29, a21boi_1 0.39, mux2i_1 0.23
-- area by class of cell --
cell class,count,area (µm²)
Clock buffer,17,425
Tap cell,1155,1450
Sequential cell,173,4410
Inverter,671,2520
Clock inverter,15,198
Timing Repair Buffer,175,1730
Fill cell,8891,57100
Multi-Input combinational cell,1637,19500
-- stage by stage --
step | hold slack, ns | cell area, µm² | setup slack [ns] | util (%)
after detailed placement | 0.487 | 29600 | 7.53 | 33.9
after global routing | 0.528 | 30200 | 7.11 | 34.6
after floorplan | 0.370 | 26600 | 8.08 | -
after global placement | 0.476 | 29600 | 7.51 | 33.9
final | 0.498 | 30200 | 7.48 | 34.6
after CTS | 0.498 | 30200 | 7.48 | 34.6
