==> ./design.v <==
module Adder_4bit(
	A,	
	B,
	Output
    );
input [3:0]A;
input [3:0]B;
output wire [4:0]Output;
assign Output = A + B;
endmodule
==> ./run.sh <==
#!/bin/bash
# OpenROAD 26Q1-2900-gdf79404cd8, Yosys 0.63+post, stock flow scripts
make -C /OpenROAD-flow-scripts/flow DESIGN_CONFIG=/design/flow/config.mk WORK_HOME=/design/flow/orfs finish
==> ./config.mk <==
export PLATFORM = sky130hd
export DESIGN_NAME = Adder_4bit
export DESIGN_NICKNAME = Adder_4bit
export VERILOG_FILES = /design/flow/design.v
export SDC_FILE = /design/flow/constraint.sdc
export NUM_CORES = 4
export LEC_CHECK = 1
export CORE_AREA = 10 10 70 70
export DIE_AREA = 0 0 80 80
==> ./constraint.sdc <==
current_design Adder_4bit

set clk_period 3.2
set clk_io_pct 0.2

create_clock -name clk0 -period $clk_period

set non_clock_inputs [all_inputs -no_clocks]
set_input_delay [expr $clk_period * $clk_io_pct] -clock clk0 $non_clock_inputs
set_output_delay [expr $clk_period * $clk_io_pct] -clock clk0 [all_outputs]
==> Changelog: implementation <==
### Physical design

- Status: completed
- Final instance area: roughly 340 um^2
- Vias per std cell: 2.09
- Setup violations, final: 0
- Per-cell routed wire length: about 7.3 um
- Global-route wire length before repair: around 910 um
- Hold bufs inserted after CTS: 0
- Post-synth seq share: 0%
- Unique cell type count in the Yosys netlist: 9
- FF/Latch Area: 0 um^2
- Initial antenna violation count: 0
- Fp util: under 10%
- Crit end category: output port
- Fin crit period: approximately 3100 ps
- MI comb area: between 100 and 150 um^2
- Pre-Repair DR Iteration Count: 2
- Number of core rows: 21
- Die width: around 80 um
- Top-area cell share: around 37%
- Routed Wire Length: between 500 and 600 um
- FILL cells: just over 400
- FMAX: 326 MHz
- Top cells by area, synth: ha_1 37%, fa_1 15%, xnor2_1 13%
- Yosys Instances: 16
- Synthesized area per cell: around 8.5 um^2
- Share of layout cells above drive strength 1: 13.3%
- Final Hold Viols: 0
- Final setup margin: about 130 ps
- Dpl cell area: between 300 and 400 um^2
- Starting DRT DRC Count: 1
- Max_cap viols: 0
- Req. time, crit path: ~2600 ps
- Final period utilization: a little over nine tenths
- RSZ-0062 raised after global routing: no
- Sequential cells: 0
- Leakage: 0.132 nW
- Number of synthesis warnings: 0
- Clk_buf instances: 0
- Count of pins over their slew limit: 0
- Crit-path max FO: 2
- Area growth syn-to-layout: 147%
- # DRC: 0
- CP max stage cell: clkdlybuf4s50_1
- Tightest Pin Transition: about 140 ps
- Worst setup SP type: primary input
- Number of global-route vias before repair: 174
- Crit path cell chain: clkdlybuf4s50_1, ha_2, inv_1, fa_2, nor2b_1, o21ai_1, nand2b_1, clkdlybuf4s50_1
- Core ar.: approximately 3400 um^2
- Synthesis area per yosys: between 100 and 150 um^2
- Cell type with the largest total area: ha_1
- N_diodes: 0
- Pre-CTS setup slack: 61.4 ps
- IO Count: 13
- Hold Path Class: in -> out
- CP Data Arrival Time: about 2400 ps
- All-layer global routing usage: between 1.5 and 2%
- Critical Path Max Stage Delay: about 500 ps
- Worst ir drop on vdd: roughly 0.018 mV
- Tool Warnings: 32
- Largest net degree at the start of global routing: 4
- Die Size: 6400 um^2
- Total power per unit cell area: 146 nW/um^2
- Synth Cell Area: between 100 and 150 um^2
- Worst setup path class: in -> out
- Port buffer count: 13
- Slew headroom: 90.8%
- Via count: approximately 160
- Setup TNS: 0 ps
- Die y size: ~80 um
- RePlAce Congestion: around 0.75
- Cells after Synth: 16
- CP most frequent cell: clkdlybuf4s50_1
- ANT nets after route: 0
- Grt ovf: 0
-- layout by cell type (no fill, tap or decap) --
| cell type | Yosys | final |
|---|---|---|
| nor2b_1 | 1 | 1 |
| ha_1 | 4 | 3 |
| clkdlybuf4s50_1 | 0 | 13 |
| fa_2 | 0 | 1 |
| a21oi_2 | 1 | 1 |
| o21ai_1 | 0 | 1 |
| buf_4 | 0 | 1 |
| ha_2 | 0 | 1 |
| inv_1 | 4 | 4 |
| nand2b_1 | 1 | 1 |
| a21o_1 | 1 | 1 |
| xnor2_1 | 2 | 2 |
-- worst paths after layout --
| check | startpoint | depth (start not counted) | end | slack [ps] |
|---|---|---|---|---|
| max | B[0] | 8 | Output[4] | 130 |
| min | A[0] | 3 | Output[0] | 2360 |
-- cell usage after synthesis, drive strengths merged --
cell,instances
nand2b,1
fa,1
a21oi,1
nor2b,1
ha,4
xnor2,2
inv,4
o21ai,1
a21o,1
-- final cells by class --
cell class | count | area share, %
Multi-Input combinational cell | 12 | 37.5
Inverter | 4 | 4.46
Tap cell | 46 | 17.1
Timing Repair Buffer | 14 | 40.9
-- report_power, final --
group	total (W)	leakage, nW	internal (W)	switching, W
Sequential	0	0	0	0
Combinational	0.0000492	0.132	0.0000349	0.0000143
Clock	0	0	0	0
Total	0.0000492	0.132	0.0000349	0.0000143
-- stage by stage --
stage                     std cells  total power (W)  hold WS, ps  utilization, %
after floorplan                  16        0.0000151         1350               -
after global placement           75        0.0000483         2360            9.49
after detailed placement         75        0.0000485         2380            9.49
after CTS                        75        0.0000489         2390            9.49
after global routing             76        0.0000561         2410            9.85
final                            76        0.0000492         2360            9.85
-- timing repair --
action                                  CTS  global route
endpoints found under the hold margin     0             0
resized                                   0             3
endpoints found under the setup margin    0             1
buffers inserted                          0             1
-- routing by layer --
layer	track usage [%]	up-vias	share of wire, %
met2	2.17	11	34
li1	-	79	-
met4	0	0	0
met1	2.51	69	49
met3	1.14	0	18
met5	0	-	0
-- logic make-up (layout without fill, tap and decap cells) --
logic type	Yosys count	in the layout	synth area share (%)
adder cells (fa/ha/maj)	5	5	51.4
buffers and inverters	4	18	11.0
AND-OR/OR-AND	3	3	15.6
XOR/XNOR	2	2	12.8
AND/OR/NAND/NOR	2	2	9.18
-- critical path: cells and delay by family --
| kind | cells | cell delay [ps] |
|---|---|---|
| buf+inv | 3 | 1010 |
| fa+ha+maj | 2 | 520 |
| simple gates | 2 | 190 |
| compound gates | 1 | 70 |
No activity file was given, so power comes from the tool's default toggle rates.
