**design/flow/config.mk**
```make
export PLATFORM = sky130hd
export DESIGN_NAME = Convolution_with_pipeline_dic169
export DESIGN_NICKNAME = Convolution_with_pipeline_dic169
export VERILOG_FILES = /design/flow/design.v
export SDC_FILE = /design/flow/constraint.sdc
export NUM_CORES = 4
export LEC_CHECK = 1
export CORE_UTILIZATION = 40
```
**design/flow/constraint.sdc**
```tcl
current_design Convolution_with_pipeline_dic169

set clk_period 28.7
set clk_io_pct 0.2

create_clock -name clk0 -period $clk_period [get_ports {clk}]

set non_clock_inputs [all_inputs -no_clocks]
set_input_delay [expr $clk_period * $clk_io_pct] -clock clk0 $non_clock_inputs
set_output_delay [expr $clk_period * $clk_io_pct] -clock clk0 [all_outputs]
```
**design/flow/design.v**
```verilog
module Convolution_with_pipeline_dic169(
    clk,
    rst_n,
	in_valid,
	weight_valid,
	In_IFM_1,
    In_Weight_1,
    out_valid, 
	Out_OFM	
);
input clk, rst_n, in_valid, weight_valid;
input [15:0]In_IFM_1;
input [15:0]In_Weight_1;
reg [5:0]in[0:8];
reg [31:0] Multiple[0:8];
reg [34:0]P1[0:3];	 
output reg out_valid;
output reg [35:0] Out_OFM;
reg [15:0]IFM_Buffer[0:48];    
reg [15:0]Weight_Buffer[0:8];   
reg [2:0] state_cs, state_ns;  
parameter IDLE = 2'd0;
parameter IN_DATA = 2'd1;
parameter EXE = 2'd2;
reg [5:0] count_in;	 
always@(posedge clk or negedge rst_n) begin
	if(!rst_n)
		state_cs <= IDLE;
	else
		state_cs <= state_ns;
end
always@(*) begin
	case(state_cs)
		IDLE:
		begin
			state_ns = (in_valid) ? IN_DATA : IDLE;
		end
		IN_DATA:
		begin
			state_ns = (in_valid) ? IN_DATA : EXE;
		end
		EXE:
		begin
			if(count_in == 25)
				state_ns = IDLE;
			else
				state_ns = EXE;
		end
		default:
			state_ns = IDLE;
	endcase
end
always@(posedge clk or negedge rst_n) begin
	if(!rst_n) begin
		count_in <= 0;
	end
	else if(in_valid) begin
		count_in <= count_in + 1;
	end
	else if(state_cs == EXE) begin
		count_in <= count_in + 1;
	end
	else if(!in_valid) begin
		count_in <= 0;			 
	end
end
integer i;
always@(posedge clk or negedge rst_n) begin
	if(!rst_n) begin
		for (i=0 ; i<49 ; i=i+1) begin
			IFM_Buffer[i] <= 0;
		end
	end
	else if(in_valid) begin
		IFM_Buffer[count_in] <= In_IFM_1;
	end
end
always@(posedge clk or negedge rst_n) begin
	if (!rst_n) begin
		for (i=0; i<9; i=i+1) begin
			Weight_Buffer[i] <= 0;
		end
	end
	else if (weight_valid) begin
		Weight_Buffer[count_in] <= In_Weight_1;
	end
end
always@(posedge clk or negedge rst_n) begin
	if(!rst_n)
		out_valid <= 0;
	else if(state_cs == EXE && count_in > 1)
		out_valid <= 1;
	else
		out_valid <= 0;
end
always @(posedge clk or negedge rst_n) begin
	if(!rst_n) begin
		for(i=0; i<9; i=i+1) begin
			in[i] <= 0;
		end		
	end
	else if(!in_valid && count_in == 49) begin
		in[0] <= 0; 
		in[1] <= 1;
		in[2] <= 2; 
		in[3] <= 7; 
		in[4] <= 8;
		in[5] <= 9;
		in[6] <= 14; 
		in[7] <= 15;
		in[8] <= 16;
	end
	else if(state_cs == EXE) begin
		for (i = 0; i < 9; i = i + 1) begin
            in[i] <= (in[0] % 7 == 4) ? (in[i] + 3) : (in[i] + 1);
        end
	end
end
always@(posedge clk or negedge rst_n) begin
	if(!rst_n) begin
		for(i=0; i<9; i=i+1)
			Multiple[i] <= 0; 
	end
	else if(state_cs == EXE) begin	 
		for(i=0; i<9; i=i+1)
			Multiple[i] <= IFM_Buffer[in[i]]*Weight_Buffer[i];
	end
end
always@(posedge clk or negedge rst_n) begin
	if(!rst_n) begin
		for(i=0; i<4; i=i+1)
			P1[i] <= 0;
	end
	else if(state_cs == EXE && count_in > 0) begin	 
		P1[0] <= Multiple[0]+ Multiple[1];
		P1[1] <= Multiple[2]+ Multiple[3];
		P1[2] <= Multiple[4]+ Multiple[5];
		P1[3] <= Multiple[6]+ Multiple[7]+ Multiple[8];
	end
end
always@(posedge clk or negedge rst_n) begin
	if(!rst_n)
		Out_OFM <= 0;
	else if(state_cs == EXE && count_in > 1) begin		 
		Out_OFM <= P1[0] + P1[1] + P1[2] + P1[3];
	end
	else
		Out_OFM <= 0;
end
endmodule
```
**design/flow/run.sh**
```bash
#!/bin/bash
# OpenROAD 26Q1-2900-gdf79404cd8, Yosys 0.63+post, stock flow scripts
make -C /OpenROAD-flow-scripts/flow DESIGN_CONFIG=/design/flow/config.mk WORK_HOME=/design/flow/orfs finish
```
==> ds_physical_params.txt <==
Physical design parameters

Parameter                              Value

Clock network
  Number of buffers added by the clock tree synthesis step    190
  CTS hold repair buffers    0
  Cell at the root of the clock tree    clkbuf_16
  Number of buffers added for setup after CTS    0
  Count of H-tree levels built during CTS    4
  Largest buffer count on any clock path    4
  Total number of clock tree sinks    1,449
  Quantity of gates resized following cts    0

Floorplanning
  FP Core Util    between 40 and 50%
  Number of top-level pins    73
  # rows    246
  Vert. Die Dim    around 670 microns
  Horizontal die size    674 microns

Global routing
  Global-route wire length before repair    2620 mm
  Pin count of the biggest net entering global routing    128
  Global-route usage over all layers    88.5%
  Number of global-route vias before repair    236,000
  Aggregate global routing overflow    approximately 3,400

Synthesis
  Mux cell area share    7.13%
  Area fraction in full adders, half adders and majority gates    28.3%
  Xor and xnor area share after synthesis    about 1.7%
  Largest area contributor in the netlist    fa_1
  Sequential cell area fraction in the yosys report    20.1%
  Cell count after synthesis    ~20,000
  Number of cells in the yosys synthesis report    19,900
  Leading post-synthesis cells by cell area    fa_1 (20%), dfrtp_1 (20%), ha_1 (7.7%)
  Area figure in the yosys stat output    0.181 sq mm
  Synth cell types    91
  Simple-Gate Fraction of Synth Area    13.6%
  Yosys warning count    6
  Async set-or-reset flop fraction in the synthesized netlist    about 100%
  Complex-gate fraction of the synthesized area    between 20% and 30%
  Average cell area after synthesis    9.06 sq um
  Main flop type    dfrtp_1
  Top-area cell type share of the netlist area    20.5%
  Count of flip-flops with a built-in enable after synthesis    0
  Flops & latches, synth    ~1,400
  Netlist Area Pre-Place    0.181 sq mm
  Dominant comb cell    adder cells

Place
  Detailed Place HPWL    1150 mm
  Final estimated routing congestion in global placement    1.54
  Worst slack at placement    ~18 ns
  Input/output buffers    between 70 and 80
  Cell area after placement    0.197 sq mm

Outcome
  Tool error    [ERROR GRT-0116] Global routing finished with congestion. Check the congestion regions in the DRC Viewer.
  Stage at which the flow ended    global routing
  Outcome    stopped before the end
## per-stage QoR
| step | cells | utilization (%) |
|---|---|---|
| after floorplan | 19900 | - |
| after detailed placement | 25900 | 43.9 |
| after CTS | 26200 | 45.4 |
| after global placement | 25900 | 43.9 |
## metal layers
layer	track usage [%]	GRT overflow
met4	78.0	844
met5	73.1	77
met3	84.8	699
met2	94.8	1310
met1	91.3	510
## cell families after synthesis
kind of cell / Yosys count
adders and majority gates: 2970
buffers and inverters: 3991
AOI/OAI and AO/OA: 4927
xor gates and xnor gates: 349
DFF: 1449
muxes: 1145
and+or+nand+nor: 5096
## cells in the mapped netlist, types with 433 or more instances
cell type,number
and2_1,772
dfrtp_1,1448
nand4_1,556
a22oi_1,1477
a21oi_1,433
clkbuf_1,1415
inv_1,2000
a221oi_1,997
fa_1,1848
buf_1,559
a22o_1,997
mux2_2,1127
nand2_1,2061
nor2_1,729
ha_1,1115
